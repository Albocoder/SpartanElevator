==> design/flow/run.sh <==
#!/bin/bash
# OpenROAD 26Q1-2900-gdf79404cd8, Yosys 0.63+post, stock flow scripts
make -C /OpenROAD-flow-scripts/flow DESIGN_CONFIG=/design/flow/config.mk WORK_HOME=/design/flow/orfs finish
==> design/flow/config.mk <==
export PLATFORM = sky130hd
export DESIGN_NAME = comboModule
export DESIGN_NICKNAME = comboModule
export VERILOG_FILES = /design/flow/design.v
export SDC_FILE = /design/flow/constraint.sdc
export NUM_CORES = 4
export LEC_CHECK = 1
export CORE_UTILIZATION = 50
==> design/flow/constraint.sdc <==
current_design comboModule

set clk_period 7.1
set clk_io_pct 0.2

create_clock -name clk0 -period $clk_period [get_ports {clk}]

set non_clock_inputs [all_inputs -no_clocks]
set_input_delay [expr $clk_period * $clk_io_pct] -clock clk0 $non_clock_inputs
set_output_delay [expr $clk_period * $clk_io_pct] -clock clk0 [all_outputs]
==> design/flow/design.v <==
`timescale 1ns / 1ps
module DriverModuler(
    input clk,
    input start,
    input dir,
    input [1:0] speed ,
    output [3:0] out
    );
	 reg countReached = 0;
	 integer counter = 0;
	 reg[23:0] targetCount = 24'b10011000100101101000000;
	always @ (posedge clk ) 
		case ( speed ) 
			2'b00: targetCount = 24'b11111111111111111111111;  
			2'b01: targetCount = 24'b10011000100101101000000;  
			2'b10: targetCount = 24'b1001100010010110100000;  
			2'b11: targetCount = 24'b000110001001011010000;  
		endcase
	 	always @ ( posedge clk ) 
		if ( counter == targetCount) begin
					counter <= 0;
					countReached <= 1;
					end
		else begin counter <= counter +1;
						countReached <= 0;			
		end
		motorDriver motor ( countReached, ~start, dir, out );
endmodule
`timescale 1ns / 1ps
module Queue(input clk, slowclk, one,input[3:0] cs, output[3:0] currstat,des,input[3:0]keycode, output reg go);
	reg[3:0] currSt = 4'b1,queueItem1 = 4'b1111,queueItem2 = 4'b1111,queueItem3 = 4'b1111,queueItem4 = 4'b1111;
	assign currstat = currSt;
	assign des = queueItem1;
	always@(negedge clk) begin
		if(keycode == 4'b0010 || keycode == 4'b0100 || keycode == 4'b1000)begin
			if(queueItem1 != keycode && queueItem2 != keycode && queueItem3 != keycode && queueItem4 != keycode)begin
				if(queueItem1 == 4'b1111 && queueItem2 == 4'b1111 && queueItem3 == 4'b1111 && queueItem4 == 4'b1111)
					queueItem1 <= keycode;
				else if(queueItem1 != 4'b1111 && queueItem2 == 4'b1111 && queueItem3 == 4'b1111 && queueItem4 == 4'b1111)
					queueItem2 <= keycode;
				else if(queueItem1 != 4'b1111 && queueItem2 != 4'b1111 && queueItem3 == 4'b1111 && queueItem4 == 4'b1111)
					queueItem3 <= keycode;
				else if(queueItem1 != 4'b1111 && queueItem2 != 4'b1111 && queueItem3 != 4'b1111 && queueItem4 == 4'b1111)
					queueItem4 <= keycode;
			end
		end
		else if(keycode == 4'b0001)begin
			if(one)begin 
				if(queueItem1 != keycode && queueItem2 != keycode && queueItem3 != keycode && queueItem4 != keycode)begin
				if(queueItem1 == 4'b1111 && queueItem2 == 4'b1111 && queueItem3 == 4'b1111 && queueItem4 == 4'b1111)
					queueItem1 <= keycode;
				else if(queueItem1 != 4'b1111 && queueItem2 == 4'b1111 && queueItem3 == 4'b1111 && queueItem4 == 4'b1111)
					queueItem2 <= keycode;
				else if(queueItem1 != 4'b1111 && queueItem2 != 4'b1111 && queueItem3 == 4'b1111 && queueItem4 == 4'b1111)
					queueItem3 <= keycode;
				else if(queueItem1 != 4'b1111 && queueItem2 != 4'b1111 && queueItem3 != 4'b1111 && queueItem4 == 4'b1111)
					queueItem4 <= keycode;
				end
			end
		end
		if(currSt == 4'b1000 || currSt == 4'b0100 || currSt == 4'b0010 || currSt == 4'b0001)begin
			if(queueItem1 == currSt)begin
				queueItem1 <= queueItem2;
				queueItem2 <= queueItem3;
				queueItem3 <= queueItem4;
				queueItem4 <= 4'b1111;
				go = 0;
			end
			else if (queueItem2 == currSt)begin
				queueItem2 <= queueItem3;
				queueItem3 <= queueItem4;
				queueItem4 <= 4'b1111;
				go = 0;
			end
			else if (queueItem3 == currSt)begin
				queueItem3 <= queueItem4;
				queueItem4 <= 4'b1111;
				go = 0;
			end
			else if(queueItem4 == currSt)begin
				queueItem4 <= 4'b1111;
				go = 0;
			end
			else 
				go = 1;
		end
	end
	always@(posedge slowclk)
		currSt <= cs;
endmodule
module SevenSegment(input clk, input [3:0] keycode,output reg CA,CB,CC,CD,CE,CF,CG, output AN0,AN1,AN2,AN3);
	assign {AN0,AN1,AN2,AN3} = 4'b1110;
	always@(posedge clk) begin
		if(keycode == 8'b0001)
			{CA,CB,CC,CD,CE,CF,CG} = 7'b1001111;
		else if(keycode == 8'b0010)
			{CA,CB,CC,CD,CE,CF,CG} = 7'b0010010;
		else if(keycode == 8'b0100)
			{CA,CB,CC,CD,CE,CF,CG} = 7'b0000110;
		else if(keycode == 8'b1000)
			{CA,CB,CC,CD,CE,CF,CG} = 7'b1001100;
	end
endmodule 
module comboModule(input clk,one,input [3:0]col,output [3:0] row, output CA,CB,CC,CD,CE,CF,CG,AN0,AN1,AN2,AN3,output [3:0]kCode,out,des);
	wire wait100,clock3s;
	wire [3:0]nsWire,csWire;
	keyboardScanner scanner(wait100,col,row,kCode);
	counter msClock(clk,1,28'd500000,wait100);
	counter sClock(clk,1,28'd50000000,clock3s);
	SevenSegment SS(clk,csWire,CA,CB,CC,CD,CE,CF,CG,AN0,AN1,AN2,AN3);
	driverModuleCtrl theArm(clk,clock3s,go,csWire,des,nsWire,out);
	Queue theBrain(clk,clock3s,one,nsWire,csWire,des,kCode,go);
endmodule 
module counter(input clk,input start, input[27:0] stateToGo ,output reg finished);
	reg [27:0]state = 0;
	reg [27:0]nextState = 0;
	always@(posedge clk)begin
		state <= nextState;
	end
	always@(posedge clk)begin
		if (start == 1)begin
			if(state == stateToGo)
				finished = 1;
			else 
				finished = 0;
		end
	end
	always@(posedge clk)begin
		if(start == 1)begin
			if(state == stateToGo)
				nextState = 0;
			else
				nextState = state + 1;
		end
	end
endmodule 
module driverModuleCtrl(input clk,slowclk, input sg, input [3:0] cs, des, output reg [3:0] nes, output[3:0] out);
	reg on, dir;
	initial begin
		on <= 0;
		dir <= 0;
	end
	always @ ( posedge slowclk )
		if(sg) begin
			if(des > cs && des != 4'b1111) begin
				case ( cs ) 
					4'b0001: nes <= 4'b0010;
					4'b0010: nes <= 4'b0100;
					4'b0100: nes <= 4'b1000;
				endcase
				on <= 1;
				dir <= 1;
			end
			else if (cs > des)begin
				case ( cs ) 					
					4'b0010: nes <= 4'b0001;
					4'b0100: nes <= 4'b0010;
					4'b1000: nes <= 4'b0100;
				endcase
				on <= 1;
				dir <= 0;
			end
			else
				on <= 0;
		end
		else begin
			nes <= cs;
			on <= 0;
		end 
		DriverModuler dm(clk,on,dir,2'b11,out);
endmodule 
module keyboardScanner (input clk, input [3:0] col,output reg [3:0] row, output reg [3:0] keyCode);
	reg [1:0]state=2'b00;
	reg [1:0]nextState=2'b00;
	always@(posedge clk) begin
		state <= nextState;
	end
	always@(posedge clk) begin
			case (state)
				2'b00: row <= 4'b0001;
				2'b01: row <= 4'b0010;
				2'b10: row <= 4'b0100;
				2'b11: row <= 4'b1000;
			endcase
		if (col != 4'b0000)
			keyCode <= {row[3],row[2],row[1],row[0]};
		else
			keyCode <= {1,1,1,1};
	end
	always @(posedge clk) begin
			case (state)
				2'b00: nextState <= 2'b01;
				2'b01: nextState <= 2'b10;
				2'b10: nextState <= 2'b11;
				2'b11: nextState <= 2'b00;
				default: nextState <= 2'b00;
			endcase
	end
endmodule
`timescale 1ns / 1ps
module motorDriver(
    input clk,
	 input reset,
	 input direction,  
    output reg [3:0] out
    );
	 reg [1:0] state , nextState;
	 parameter S0 = 2'b00;
	 parameter S1 = 2'b01;
	 parameter S2 = 2'b10;
	 parameter S3 = 2'b11;
	 always @(posedge clk, posedge reset)
	 if (reset) state <= S0;
	 else state <= nextState;
	 always @ (*) 
		case ( state )
			S0: if (direction) nextState = S1;
				 else nextState = S3;
			S1: if (direction) nextState = S2;
				 else nextState = S0;
			S2: if (direction) nextState = S3;
				 else nextState = S1;
			S3: if (direction) nextState = S0;
				 else nextState = S2;				 
			default: nextState = S0;
		endcase
	always @ (*) 
		case (state) 
			S0: out = 4'b1010;
			S1: out = 4'b0110;
			S2: out = 4'b0101;
			S3: out = 4'b1001;
			default: out = 4'b1010;
		endcase
endmodule
==> qor.json <==
{
  "status": "complete, no violations",
  "critPathArrivalTime_ns": 3.27,
  "vias": 4912,
  "area_delta_synth_final_pct": 14.5,
  "port-buffer-count": 27,
  "final.setup.tns_ns": 0,
  "cts_max_level": 4,
  "cp_data_required_time_ns": 3.84,
  "drt-vias-per-instance": 5.05,
  "timing.hold.worst.class": "register to register",
  "power.sequential.fraction_pct": 47.6,
  "ff2ff_path_depth": 6,
  "tightestPinTransition_ns": 0.753,
  "setup_viol": 0,
  "hpwlAfterDp_um": 8650,
  "critical_path.n_buffers_inverters": 1,
  "top_area_cell_types": "sky130_fd_sc_hd__dfxtp_1 51%, sky130_fd_sc_hd__xnor2_1 6.7%, sky130_fd_sc_hd__xor2_1 6.4%",
  "synth_area_leader_cell": "sky130_fd_sc_hd__dfxtp_1",
  "intPower_w": 0.00165,
  "cells_after_synth": 730,
  "syn_avg_cell_area_um2": 10.1,
  "yosys-stat-cells": 730,
  "unclocked_pins": 26,
  "reg2reg_from": "theArm.dm.counter[14]",
  "top_cell_excl_fill_tap": "sky130_fd_sc_hd__dfxtp_1",
  "stage_log_warnings": 48,
  "timing.max_slew.rel_slack_pct": 49.4,
  "grt_max_degree": 18,
  "cts_buffers": 17,
  "drt_first_iter_violations": 295,
  "buffers_inserted_during_post_cts_setup_optimization": 0,
  "worst_setup_path_end_kind": "register",
  "cts-resized-gates": 0,
  "mappedNetlistArea_um2": 7400,
  "wl_per_cell_um": 12.7,
  "die_outline_height_um": 124,
  "hold_path_depth": 0,
  "hold_violations": 0,
  "fp_util_pct": 51.1,
  "total_routing_usage_reported_by_global_routing_pct": 17.9,
  "endpoints_left_unconstrained": 44,
  "postCtsHoldBufs": 0,
  "power.clock.fraction_pct": 41.5,
  "routed_wl_um": 12300,
  "detail-route-antenna-nets": 0,
  "postSynthRegisterBits": 197,
  "row_count": 44,
  "boundary_pin_count": 33,
  "power_density_over_the_cells_nw_per_um2": 268,
  "floorplan_core_area_um2": 14500,
  "ctsRootBufferMaster": "sky130_fd_sc_hd__clkbuf_16",
  "netlist.area_leader.share_pct": 50.6,
  "grt_overflow": 0,
  "worst_path_max_delay_cell": "sky130_fd_sc_hd__or4_1",
  "commonest_flop": "sky130_fd_sc_hd__dfxtp_1",
  "rsz0062_at_grt": "false",
  "layout_top_cells": "187 x sky130_fd_sc_hd__dfxtp_1, 75 x sky130_fd_sc_hd__nor2_1, 57 x sky130_fd_sc_hd__xnor2_1, 54 x sky130_fd_sc_hd__xor2_1, 42 x sky130_fd_sc_hd__nand3_1",
  "wire_length_of_the_first_global_routing_pass_um": 21100,
  "rrSetupSlack_ns": 4.95,
  "worstSetupStartpointType": "input pin",
  "clock.latency.late_pin_ns": 0.44,
  "post_layout_nonfiller_instances": 973,
  "antenna-diode-count": 0,
  "die_w_um": 124,
  "cts_tree": "done",
  "skew_ns": 0.0119,
  "first_global_vias": 4638,
  "place_inst": 925,
  "hold_end": "msClock.state[14]",
  "synth-seq-area-share_pct": 54.4,
  "netSwitchingFraction_pct": 27.2,
  "fin_util_pct": 58.5,
  "worst_ir_drop_vdd_mv": 0.177,
  "chip_area_from_the_yosys_synthesis_statistics_um2": 7400,
  "drive_above_1_share_pct": 7.10,
  "timing_max_transition_violations_final": 0,
  "cp_cell_sequence": "clkdlybuf4s50_1, nand2_1, or4_1, a211oi_2, nand4_1, mux2i_1, a21oi_1",
  "chip_area_um2": 15300,
  "gp_routability_congestion": 0.828,
  "leakage_power_total_nw": 3.39,
  "clock_pin_slew_of_the_registers_on_the_worst_case_setup_and_hold_paths_ns": 0.06,
  "drc": 0,
  "worst_hold_startpoint": "msClock.nextState[14]",
  "yosys_warnings": 10,
  "power_frac_comb_pct": 10.9,
  "number_of_filler_instances_in_the_final_layout": 1234,
  "crit_family": "simple AND/OR/NAND/NOR gates",
  "enable_flop_cells": 6,
  "switching_power_w": 0.000616,
  "regToRegEndpoint": "theArm.dm.counter[16]",
  "timing.critical_path.fanout_max": 4,
  "antenna_found_initial": 0,
  "proportion_of_synthesized_flip_flops_having_asynchronous_set_or_reset_pct": 2.03,
  "worst_path_largest_cell_delay_ns": 0.46,
  "setup.worst_path.class": "input pin to register",
  "yosys.cell_types.count": 55,
  "max-clock-path-buffers": 2,
  "drt-pass1-iter-count": 4,
  "timing.max_cap.violations": 0
}
-- how the worst max path moves through the flow --
stage,startpoint,end,cells past startpoint
6_report,one,theBrain.queueItem3[2],7
4_1_cts,one,theBrain.queueItem3[3],7
5_1_grt,one,theBrain.queueItem3[3],7
-- stage by stage --
step	total power (W)	area, µm²	hold slack [ns]	setup WS [ns]
floorplan	0.00129	7420	0.310	0.761
global placement	0.00136	7820	0.310	0.156
detailed placement	0.00136	7820	0.312	0.131
CTS	0.00229	8470	0.325	0.578
global route	0.00239	8470	0.325	0.451
finish	0.00227	8470	0.323	0.575
-- Yosys cell counts, types with 2 or more instances --
| master | number |
|---|---|
| sky130_fd_sc_hd__and3_1 | 11 |
| sky130_fd_sc_hd__nand3_1 | 42 |
| sky130_fd_sc_hd__nand3_2 | 2 |
| sky130_fd_sc_hd__nor4_1 | 17 |
| sky130_fd_sc_hd__or2_2 | 6 |
| sky130_fd_sc_hd__or3_1 | 3 |
| sky130_fd_sc_hd__edfxtp_1 | 6 |
| sky130_fd_sc_hd__conb_1 | 2 |
| sky130_fd_sc_hd__buf_2 | 8 |
| sky130_fd_sc_hd__clkbuf_1 | 9 |
| sky130_fd_sc_hd__dfxtp_1 | 187 |
| sky130_fd_sc_hd__a21oi_1 | 22 |
| sky130_fd_sc_hd__or4_1 | 4 |
| sky130_fd_sc_hd__nor2b_1 | 13 |
| sky130_fd_sc_hd__ha_1 | 14 |
| sky130_fd_sc_hd__o22ai_1 | 2 |
| sky130_fd_sc_hd__nand2_1 | 41 |
| sky130_fd_sc_hd__nand2b_1 | 4 |
| sky130_fd_sc_hd__nor3_1 | 15 |
| sky130_fd_sc_hd__o211ai_1 | 2 |
| sky130_fd_sc_hd__mux2_2 | 4 |
| sky130_fd_sc_hd__nor4b_1 | 3 |
| sky130_fd_sc_hd__xor2_1 | 54 |
| sky130_fd_sc_hd__o21ai_1 | 3 |
| sky130_fd_sc_hd__nor2_1 | 75 |
| sky130_fd_sc_hd__buf_4 | 6 |
| sky130_fd_sc_hd__a22oi_1 | 2 |
| sky130_fd_sc_hd__a31oi_1 | 2 |
| sky130_fd_sc_hd__xnor2_1 | 57 |
| sky130_fd_sc_hd__and2_1 | 5 |
| sky130_fd_sc_hd__dfrtp_1 | 3 |
| sky130_fd_sc_hd__mux2i_1 | 11 |
| sky130_fd_sc_hd__and4_1 | 8 |
| sky130_fd_sc_hd__o21ai_0 | 18 |
| sky130_fd_sc_hd__inv_1 | 25 |
| sky130_fd_sc_hd__nand4_1 | 25 |
-- area by class of cell --
type                       instances  area (µm²)  share of cell area [%]
clock inverter                    30         209                    2.47
multi-input combinational        489        3180                    37.5
sequential                       197        4030                    47.5
timing repair buffer              30         293                    3.46
clock buffer                      19         443                    5.23
inverter                          24        90.1                    1.06
tap                              184         230                    2.72
-- power groups by stage --
stage         Sequential (W)  Combinational (W)  Clock [W]
finish               0.00108           0.000247   0.000942
CTS                  0.00108           0.000248   0.000966
global route         0.00109           0.000285    0.00102
-- state kept, by name, indices dropped and copies added, names as in the netlist, 28 cells and up --
signal / cells
msClock.nextState: 28
sClock.state: 28
msClock.state: 28
theArm.dm.counter: 32
sClock.nextState: 28
-- cells by family after synthesis --
family	synth area share, %
adder cells (fa/ha/maj)	2.50
other	0.102
multiplexers	2.10
flip-flops	54.4
AND/OR/NAND/NOR	20.1
buffers and inverters	2.94
XOR/XNOR	13.1
AND-OR/OR-AND	4.74
-- layer usage --
layer | vias to the layer above | part of all wire (%) | global-route usage [%]
li1 | 2571 | - | -
met1 | 2266 | 54 | 29.6
met2 | 66 | 43 | 25.8
met3 | 9 | 2.9 | 3.88
met4 | 0 | 0.94 | 2.33
met5 | - | 0 | 0
Power and IR drop assume default switching activity.
