==> ./design.v <==
`timescale 1ns/1ps
module CounterTest ( input clk , input[1:0] spd, output reg reached = 0) ;
	reg [21:0]  toGo = 22'd10011000100101101000000;
	integer counter = 0;
		always @ (spd ) 
		case ( spd ) 
			2'b00: toGo = 24'b0;  
			2'b01: toGo = 24'b10011000100101101000000;  
			2'b10: toGo = 24'b1001100010010110100000;  
			2'b11: toGo = 24'b100110001001011010000;  
		endcase
	always @ ( posedge clk ) 
		if ( counter == toGo) begin
					counter = 0;
					reached = 1;
					end
		else begin counter = counter +1;
						reached = 0;			
		end
endmodule 
==> ./run.sh <==
#!/bin/bash
# OpenROAD 26Q1-2900-gdf79404cd8, Yosys 0.63+post, stock flow scripts
make -C /OpenROAD-flow-scripts/flow DESIGN_CONFIG=/design/flow/config.mk WORK_HOME=/design/flow/orfs finish
==> ./config.mk <==
export PLATFORM = sky130hd
export DESIGN_NAME = CounterTest
export DESIGN_NICKNAME = CounterTest
export VERILOG_FILES = /design/flow/design.v
export SDC_FILE = /design/flow/constraint.sdc
export NUM_CORES = 4
export LEC_CHECK = 1
export CORE_UTILIZATION = 30
==> ./constraint.sdc <==
current_design CounterTest

set clk_period 6.4
set clk_io_pct 0.2

create_clock -name clk0 -period $clk_period [get_ports {clk}]

set non_clock_inputs [all_inputs -no_clocks]
set_input_delay [expr $clk_period * $clk_io_pct] -clock clk0 $non_clock_inputs
set_output_delay [expr $clk_period * $clk_io_pct] -clock clk0 [all_outputs]
==> results.rst <==
Flow metrics
------------

.. list-table::
   :header-rows: 1

   * - Metric
     - Value
   * - Number of synthesized flops with an enable pin
     - 0
   * - Placement Rows
     - 26
   * - Average wire per standard cell
     - 12.57 um
   * - Fillcell total
     - 533
   * - CTS root buffer
     - clkbuf_8
   * - Worst-Margin Slew
     - around 0.55 ns
   * - Yosys stat area
     - 1680 um2
   * - Worst voltage drop across the vdd grid
     - 0.00007207 V
   * - Internal power
     - 0.0002835 W
   * - Number of design-rule violations left by the first detailed-router iteration
     - around 100
   * - Insertion delay of the later-clocked pin in the worst-skew pair
     - 0.28 ns
   * - Most frequent cell after synthesis
     - dfxtp_1
   * - Type of origin of the critical path
     - primary input
   * - Die Ht
     - 76.84 um
   * - WP data required
     - about 6.6 ns
   * - Final instance area
     - roughly 1900 um2
   * - Vias per std cell
     - about 5
   * - Met1 Track Usage GR
     - 19.04%
   * - Synth area leader
     - dfxtp_1
   * - Per-instance average area after synthesis
     - about 8.8 um2
   * - Synth cell count leaders
     - 33 x dfxtp_1, 16 x nor3_1, 13 x xor2_1
   * - CTS tree
     - built
   * - Path category of the worst min-delay check
     - reg2reg
   * - Worst EP arrival
     - 3.52 ns
   * - Count of buffers from port buffering
     - 3
   * - Placement Cell Area
     - between 1500 and 2000 um2
   * - Main synth FF type
     - dfxtp_1
   * - Crit Path Class
     - in2reg
   * - Routability cong.
     - between 0.8 and 0.9
   * - Total net switching power
     - 0.00008017 W
   * - Part of the Yosys area used for sequential elements
     - about two fifths
   * - Final number of hold-violating endpoints
     - 0
   * - Share of the clock period used by the worst path
     - 52.39%
   * - Antenna violation net count after detailed routing
     - 0
   * - Antenna violations before repair
     - 0
   * - Number of global-route vias before repair
     - 1,187
   * - Seq pwr share
     - 56.4%
   * - Residual overflow from global routing
     - 0
   * - Async set or reset register ratio after synthesis
     - 0%
   * - Switching power share of the total
     - ~22%
   * - Number of remaining DRC errors
     - 0
   * - GR met3 Demand/Resource
     - about 2.4%
   * - Worst slew slack as a fraction of its limit
     - ~63%
   * - CP max FO
     - 14
   * - Number of buffers created by CTS
     - 5
   * - Fraction of met2 tracks used by global routing
     - between 15 and 20%
   * - Share of layout cells above drive strength 1
     - under 10%
   * - Biggest area contributors in the synthesized netlist
     - dfxtp_1 39%, xor2_1 6.8%, ha_1 5.2%
   * - Clock power frac
     - 42.0%
   * - Final Routed Wirelength
     - between 3000 and 4000 um
   * - Number of clock sinks
     - 33
   * - Total negative slack for setup checks
     - 0 ns
   * - Detailed-placement wirelength estimate
     - around 2200 um
   * - Die boundary width
     - between 70 and 80 um
   * - Post-CTS Setup Bufs
     - 0
   * - Number of cells in the design after placement
     - 257
   * - Number of warnings printed during yosys synthesis
     - 2
   * - Summed instance area of the synthesized netlist
     - around 1700 um2
   * - CORE AREA
     - roughly 5200 um2
   * - Global-route usage over all layers
     - between 10% and 20%
   * - Total power of the final layout
     - around 0.00036 W
   * - Unrepaired setup endpoints after global routing
     - false
   * - Die area
     - around 5900 um2
   * - Highest attainable clock frequency
     - between 200 and 300 MHz
   * - Initial Utilization
     - roughly 32%
   * - Count of cell types in the netlist
     - 32
   * - Diode insertion count for antenna repair
     - 0
   * - Setup violations, final
     - 0
   * - Top cell area share
     - between 30% and 40%
   * - Ys flops
     - 33
   * - Clock-pin slew on the worst setup and hold paths
     - about 0.070 ns
   * - Combinational cell fraction of total power
     - under 10%
   * - Number of detailed-route iterations in the first pass
     - 4
   * - Largest net degree at the start of global routing
     - 15
   * - Cell area power density
     - roughly 200 nW/um2
   * - Outcome
     - complete, no violations
   * - Busiest layer in global routing
     - met1
   * - Clk_skew
     - between 0.002 and 0.003 ns
   * - MaxCap Viol Count
     - 0
   * - Final cell count without fillers
     - 265
   * - Synthesis-to-finish area growth
     - 10.72%
   * - Leakage power total
     - around 0.68 nW
   * - Stage-log warning count
     - 30
   * - Kind of end point of the critical path
     - flop
   * - Final critical path time including I/O delays and setup
     - between 3 and 4 ns
   * - I/O pin count
     - 4
   * - Count of pins over their slew limit
     - 0
   * - Yosys stat cell total
     - around 190
   * - Vias
     - 1,335
   * - Max H-tree Level
     - 2
   * - Maximum count of clock buffers along a single path
     - 2
   * - Number of cells produced by synthesis
     - about 190
   * - Global-route wire length before repair
     - ~5700 um
   * - Gates resized, CTS repair
     - 0
   * - Number of hold buffers added after cts
     - 0
critical path, stage by stage:
cell and delay (ns):
clkdlybuf4s50_1 0.57, inv_1 0.09, ha_1 0.22, or4_1 0.42, a211oi_2 0.53, buf_4 0.30, a22oi_1 0.10
cell families after synthesis:
family / share of synthesized area [%]
multiplexers: 1.787
adder cells (fa/ha/maj): 5.212
AND-OR/OR-AND: 10.95
flip-flops: 39.31
AND/OR/NAND/NOR: 26.06
XOR/XNOR: 11.99
buffers and inverters: 4.691
per-stage QoR:
stage	utilization (%)	setup slack, ns	hold WS (ns)
floorplan	-	3.699	0.4314
global placement	33.95	2.778	0.4456
detailed placement	33.95	2.749	0.4504
CTS	35.52	3.046	0.4652
global route	35.52	2.908	0.4863
finish	35.52	3.047	0.4642
per-layer routing:
layer,wire [um],vias up,share of wire [%]
li1,-,700,-
met1,1740,611,52
met2,1454,22,44
met3,126,2,3.8
met4,10,0,0.30
met5,0,-,0
power by group through the flow:
| stage | clock [W] | sequential [W] | combinational (W) |
|---|---|---|---|
| CTS | 0.000157 | 0.000205 | 0.00000574 |
| global route | 0.000165 | 0.000205 | 0.00000656 |
| finish | 0.000153 | 0.000205 | 0.00000568 |
cells in the final DEF (no fill, tap or decap), types with 6 or more instances in the layout:
cell type	instances
nor3_1	15
dfxtp_1	33
a21oi_1	12
ha_1	7
and3_1	6
xor2_1	13
inv_1	9
nand4_1	8
or3_1	6
o21ai_0	6
a22oi_1	6
nand2_1	10
xnor2_1	10
nand3_1	9
state kept, by name (all words and copies together) (netlist names):
signal and count:
counter 32, reached 1
path summary, 6_finish.rpt:
path | end | slack [ns] | cells past startpoint | startpoint
max | counter[14] | 3.05 | 7 | spd[1]
min | counter[31] | 0.46 | 1 | counter[31]
max reg2reg | counter[18] | 4.27 | 5 | counter[0]
min reg2reg | counter[31] | 0.46 | 1 | counter[31]
cell type report:
class,count,area (um2),share of cell area (%)
clock buffers,6,72.57,3.900
clock inverters,2,10.01,0.5380
inverters,9,33.78,1.816
multi-input cells,140,950.9,51.11
flip-flops and latches,33,660.6,35.51
well taps,70,87.58,4.707
repair buffers,5,45.04,2.421
Power is estimated from default activity; no workload was simulated.
