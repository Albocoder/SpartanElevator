==> flow/design.v <==
`timescale 1ns / 1ps
module RAM (input clk,en,input[4:0] addr1,addr2,addw, input [3:0]data, output[3:0] content1,content2);
reg [3:0]mem_bank[4:0];
assign content1 = mem_bank[addr1];
assign content2 = mem_bank[addr2];
always @(posedge clk)
	if (en) mem_bank[addw] = data;
endmodule
==> flow/run.sh <==
#!/bin/bash
# OpenROAD 26Q1-2900-gdf79404cd8, Yosys 0.63+post, stock flow scripts
make -C /OpenROAD-flow-scripts/flow DESIGN_CONFIG=/design/flow/config.mk WORK_HOME=/design/flow/orfs finish
==> flow/config.mk <==
export PLATFORM = sky130hd
export DESIGN_NAME = RAM
export DESIGN_NICKNAME = RAM
export VERILOG_FILES = /design/flow/design.v
export SDC_FILE = /design/flow/constraint.sdc
export NUM_CORES = 4
export LEC_CHECK = 1
export CORE_AREA = 10 10 93 93
export DIE_AREA = 0 0 103 103
==> flow/constraint.sdc <==
current_design RAM

set clk_period 1.6
set clk_io_pct 0.2

create_clock -name clk0 -period $clk_period [get_ports {clk}]

set non_clock_inputs [all_inputs -no_clocks]
set_input_delay [expr $clk_period * $clk_io_pct] -clock clk0 $non_clock_inputs
set_output_delay [expr $clk_period * $clk_io_pct] -clock clk0 [all_outputs]
==> results.tsv <==
metric	value	unit
vias_per_cell	3.81	
ys.flops	20	
route.detailed.drc	0	
finalHoldViolations	0	
synth_area_per_cell	13.9	µm²
tns	0	ns
drt-pass1-iter-count	3	
cp_slowest_stage_delay	0.38	ns
flop_cell	edfxtp_1	
diodes	0	
clk_path_buf_depth	2	
period_needed	1.55	ns
hold_class	in -> reg	
status	finished clean	
cts_tree	built	
worstSetupStartpointType	register	
vias	716	
largest_area_cell	edfxtp_1	
tool_warnings	31	
h-tree-depth	1	
grt_pass1_wl	4270	µm
largest_reg_flops	20	
die_x	103	µm
grt_overflow_total	0	
grt_pass1_vias	809	
fillCellCount	724	
hold_buffers	0	
avgRoutedWirePerCell	14.5	µm
async_reset_ff_share	0	%
hpwl	2030	µm
portBuffers	22	
power.density	729	nW/µm²
critPathTopFamily	flip-flops	
cts_setup_buffers	0	
synth_cells	70	
critPathSlowestCell	edfxtp_1	
drt_iter0_markers	21	
drv_cap	0	
whs	0.737	ns
top_area_share	61.9	%
fp_util	14.4	%
rows	30	
edf_count	20	
drtAntennaViolNets	0	
required	1.28	ns
most_common_cell	edfxtp_1	
cts_buffers	3	
worstSetupPathType	reg -> out	
ys_cells	70	
maxSlewHeadroom	78.1	%
setup_viol	0	
wl	2720	µm
syn_area	970	µm²
clk_pin_slew_worst_paths	0.07	ns
leakage	0.560	nW
ios	29	
drv_slew	0	
area_leaders	edfxtp_1, mux2i_1, a221oi_1	
crit_fanout	2	
worstPathArrival	1.23	ns
seq_area	601	µm²
layout-drive-gt1-share	48.1	%
area_growth	58.5	%
ir_drop	348	µV
core	6760	µm²
critPathLaunch	mem_bank[2][0]	
critPathBufInv	1	
crit_chain	and2b_2, a211oi_1, a221oi_1, buf_2	
power.total	0.00112	W
hp-start	data[2]	
post-place-ws	-0.726	ns
cts_sinks	20	
common_cells	edfxtp_1, a211oi_1, a221oi_1, mux2i_1	
ys_warn_count	1	
worstMarginPinSlew	0.328	ns
period_used_share	97.1	%
end_kind	primary output	
layout.area.comb	434	µm²
fin_util	22.7	%
fin_ws	0.0469	ns
place_congestion	0.848	
grt_max_degree	12	
fmax	0.644	GHz
die_h	103	µm
yosysSeqAreaShare	61.9	%
grt_usage	5.23	%
clock-root-buffer	clkbuf_8	
synth_cell_type_count	13	
die-area	10600	µm²
yosys_area	970	µm²
antenna_found_initial	0	
-- power by group --
part	total [W]	internal, W	switching [W]
clock network	0.000317	0.000170	0.000147
logic	0.000201	0.000117	0.0000839
registers	0.000603	0.000595	0.00000818
-- metal layers --
| layer | wire (µm) | global-route usage (%) |
|---|---|---|
| met1 | 1150 | 5.98 |
| met5 | 0 | 0 |
| met3 | 89 | 0.880 |
| met4 | 40 | 0.963 |
| met2 | 1440 | 9.95 |
-- logic make-up after synthesis --
family	synth area share, %
flops	61.9
simple gates	12.5
compound gates	13.4
mux	8.26
buf+inv	3.87
-- layout make-up --
| cell class | count | area share [%] |
|---|---|---|
| clock buffers | 3 | 2.69 |
| inverters | 4 | 0.977 |
| repair buffers | 36 | 22.2 |
| multi-input cells | 44 | 28.3 |
| clock inverters | 1 | 0.244 |
| flip-flops and latches | 20 | 39.1 |
| well taps | 80 | 6.51 |
-- path summary, 6_finish.rpt --
check,to,cells past startpoint
min,mem_bank[4][2],1
max,content2[0],4
-- what timing repair did --
action                     4_1_cts  5_1_grt
gates resized                   54       10
pin swaps                        6        3
gates cloned                     2        0
setup endpoints to repair        8        6
-- stage by stage --
stage / area [µm²] / cells
after global placement: 1380 / 182
after CTS: 1520 / 188
after global routing: 1540 / 188
final: 1540 / 188
after detailed placement: 1380 / 182
after floorplan: 970 / 70
-- cell usage in the layout, fill, tap and decap left out, types with 2 or more instances in the layout --
cell / instances
nor2_2: 2
nor2b_1: 2
nand2b_1: 2
and2b_2: 4
mux2i_1: 7
nand2b_4: 2
clkdlybuf4s50_1: 8
buf_12: 2
a211oi_2: 6
nor2b_2: 2
clkdlybuf4s15_1: 2
buf_4: 11
a211oi_1: 2
clkbuf_8: 3
edfxtp_1: 20
nor3_1: 2
buf_2: 9
inv_1: 4
a221oi_2: 7
nor2_1: 2
Power and IR drop assume default switching activity.
